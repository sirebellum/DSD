[design/flow/config.mk]
export PLATFORM = sky130hd
export DESIGN_NAME = ROM
export DESIGN_NICKNAME = ROM
export VERILOG_FILES = /design/flow/design.v
export SDC_FILE = /design/flow/constraint.sdc
export NUM_CORES = 4
export LEC_CHECK = 1
export CORE_UTILIZATION = 40
[design/flow/constraint.sdc]
current_design ROM

set clk_period 8.6
set clk_io_pct 0.2

create_clock -name clk0 -period $clk_period

set non_clock_inputs [all_inputs -no_clocks]
set_input_delay [expr $clk_period * $clk_io_pct] -clock clk0 $non_clock_inputs
set_output_delay [expr $clk_period * $clk_io_pct] -clock clk0 [all_outputs]
[design/flow/run.sh]
#!/bin/bash
# OpenROAD 26Q1-2900-gdf79404cd8, Yosys 0.63+post, stock flow scripts
make -C /OpenROAD-flow-scripts/flow DESIGN_CONFIG=/design/flow/config.mk WORK_HOME=/design/flow/orfs finish
[design/flow/design.v]
`timescale 1ns / 1ps
module ROM(
    output [7:0] LED,
    output [4:0] Ao,
    input [7:0] D,
    input [4:0] A,
    input Clear,
    input Load
    );
    reg [7:0] Store [0:31];
    integer i;
    initial begin      
        for(i = 0; i < 32; i=i+1)
        begin
            Store[i] <= 8'b00000000;
        end
    end
assign Ao = A;
assign LED = Store[A];
always @ (Clear, Load)
begin
    if (Clear) begin
        Store[A] <= 8'b00000000;
    end
    else if (Load & !Clear) begin
        Store[A] <= D;
    end
    else begin
    end
end
endmodule
==> impl_metrics.ini <==
; generated from flow reports
[worst_setup_path]
crit_required_ns = 6.88
startpoint_type = input port
crit_arrival_ns = 5.12
path_class = input port to output port
cp-end-kind = output port
crit_fanout = 25
crit_start = A[3]

[routing]
dr_total_vias = 5723
ant_nets = 0
avgRoutedWirePerCell_um = 27.5
first_pass_iters = 5
drt_iter0_markers = 541
drt-total-wl_um = 25000
antenna_cells = 0
routed_via_density = 6.31
drc = 0

[sta]
setup_viol = 0
finalCriticalPeriod_ns = 6.84
fmax_mhz = 146
finalCritPeriodShare = 0.795
untimed_endpoints = 256
hold_viol_final = 0
rsz0062_at_grt = false
setup_tns_ns = 0
slew_violations = 0
max_slew_margin = 0.401
unclocked_regs = 256
worst_pin_slew_ns = 0.891

[clock_tree]
cts_hold_buf = 0
cts_resized = 0
cts_setup_buffers = 0

[flow_run]
cap_violations = 0
warnings = 32

[yosys]
topCellsByArea = dlxtn_1, nand3_1, and3_1
synth_area_leader_cell = dlxtn_1
synth_area_per_cell_um2 = 9.64
synth_warnings = 2
synth_top_area_share = 0.577
synthCells = 691
yosysCellCount = 691
synth_flops = 256
synth_cell_types = 66
synth_area_um2 = 6660
ys_top_cells_by_count = dlxtn_1, nand3_1, nand2_1
ys.flop_type = dlxtn_1
edf_count = 0
async_reset_ff_frac = 0
ys_chip_area_um2 = 6660
top_cell = dlxtn_1

[place]
io_buffers = 28
dp_hpwl_um = 17000
place_area_um2 = 7140
gp_congestion = 0.992
dp_cells = 907

[global_routing]
grt_pass1_wl_um = 36700
grt_use_total = 0.317
antenna_found_initial = 0
grt_pass1_vias = 5406
grt_max_degree = 37
overflow = 0

[run_status]
status = finished clean

[die]
die_x_um = 131
ios = 28
die_area_um2 = 17200
die_h_um = 131
core_area_um2 = 16100
initial_core_util = 0.415
placement_rows = 46

[layout]
regMostFlops = Store
syn_to_final_growth_pct = 7.18
fill_cells = 1486
drive_above_1_share = 0.0883
largest_register_ffs = 256
largest_registers = Store x256
final_area_um2 = 7140
fin_cells = 907

[pwr]
cellLeakagePower_nw = 3.12
ir_worst_vdd_v = 0.0000289
powerDensity_nw_per_um2 = 35.3
finalPower_w = 0.000252

[hold_path]
min-delay-start = A[0]
hp-class = input port to output port
==> worst max-delay path, stage by stage <==
cell	delay, ns
clkdlybuf4s50_1	0.82
buf_4	0.39
nor2_2	0.09
buf_4	0.25
and3_1	0.21
a2111oi_1	0.65
nand4_1	0.15
o32a_1	0.39
clkdlybuf4s50_1	0.41
==> logic make-up after synthesis <==
kind of cell    after synthesis  synth area share
simple gates                243             0.203
buf+inv                      57            0.0436
compound gates              120             0.152
mux                          15            0.0237
latches                     256             0.577
==> worst paths after layout <==
path | cells after the start | endpoint | slack [ns]
worst max-delay path | 9 | LED[4] | 1.76
worst min-delay path | 2 | Ao[0] | 4.15
==> layer usage <==
layer,up-vias,global-route usage,part of all wire
met2,376,0.448,0.42
met4,0,0.136,0.055
met3,83,0.0925,0.12
li1,2506,-,-
met1,2758,0.468,0.40
met5,-,0,0
==> report_power, final <==
group          switching, W  leakage, nW   total, W  internal (W)
sequential        0.0000144         2.02  0.0000979     0.0000836
combinational      0.000102         1.11   0.000154     0.0000520
clock                     0            0          0             0
==> layout by cell type (no fill, tap or decap), types with 4 or more instances in the layout <==
cell type,synthesis,layout
nand4_1,16,16
a32o_1,4,4
and3_1,35,35
o2bb2ai_1,5,5
nor3_1,5,5
buf_4,10,25
a32oi_1,18,18
nor2b_1,17,8
mux2_2,6,6
nand3b_1,7,7
nor3b_1,5,4
a22o_1,9,9
a31oi_1,10,10
a211oi_1,5,5
nor4_1,8,8
and2_1,4,4
a211o_1,4,4
o32a_1,5,5
mux2i_1,9,9
a221oi_1,5,5
clkdlybuf4s50_1,0,25
nor2_1,28,27
nand3_1,51,51
o21ai_0,4,4
nand2_1,41,41
nor2b_2,0,9
a22oi_1,17,17
a21oi_1,4,4
dlxtn_1,256,256
a2111oi_0,6,6
==> through the flow <==
stage | setup WS [ns] | hold WS (ns) | util
6_report | 1.76 | 4.15 | 0.444
5_1_grt | 1.66 | 4.21 | 0.444
4_1_cts | 1.78 | 4.15 | 0.444
3_5_place_dp | 1.80 | 4.15 | 0.444
3_3_place_gp | 1.68 | 4.15 | 0.444
2_1_floorplan | 3.80 | 3.51 | -
==> area by class of cell <==
type | instances | area, um^2 | share of cell area
Sequential cell | 256 | 3840 | 0.539
Multi-Input combinational cell | 378 | 2550 | 0.358
Timing Repair Buffer | 53 | 453 | 0.0635
Tap cell | 216 | 270 | 0.0379
Inverter | 4 | 15.0 | 0.00210
Power and IR drop assume default switching activity.
