File: design/flow/run.sh
#!/bin/bash
# OpenROAD 26Q1-2900-gdf79404cd8, Yosys 0.63+post, stock flow scripts
make -C /OpenROAD-flow-scripts/flow DESIGN_CONFIG=/design/flow/config.mk WORK_HOME=/design/flow/orfs finish
File: design/flow/config.mk
export PLATFORM = sky130hd
export DESIGN_NAME = Complement
export DESIGN_NICKNAME = Complement
export VERILOG_FILES = /design/flow/design.v
export SDC_FILE = /design/flow/constraint.sdc
export NUM_CORES = 4
export LEC_CHECK = 1
export CORE_UTILIZATION = 40
File: design/flow/constraint.sdc
current_design Complement

set clk_period 4.5
set clk_io_pct 0.2

create_clock -name clk0 -period $clk_period [get_ports {CLK}]

set non_clock_inputs [all_inputs -no_clocks]
set_input_delay [expr $clk_period * $clk_io_pct] -clock clk0 $non_clock_inputs
set_output_delay [expr $clk_period * $clk_io_pct] -clock clk0 [all_outputs]
File: design/flow/design.v
`timescale 1ns / 1ps
module Complement(
    input CLK,
    input [15:0] SW,
    output wire [15:0] LED,
    output reg [7:0] SSEG_CA,
    output reg [7:0] SSEG_AN);
reg [31:0] counter_out, k_count;
reg Clk_Slow, Clk_1K;
initial begin
	counter_out<= 32'h00000000;
k_count<= 32'h00000000;
	Clk_Slow <=0;
	end	
always @(posedge CLK) begin
	counter_out<=    counter_out + 32'h00000001;	
	if(counter_out > 32'h000186A0) 	
	begin
		counter_out<= 32'h00000000;
		Clk_1K <= !Clk_1K;
		end
	end
always @(posedge Clk_1K) begin
	k_count = k_count + 32'h00000001;
	if( k_count > 32'h000003E8) 
	begin
		k_count <= 32'h00000000;
		Clk_Slow <= ! Clk_Slow;
		end
	end
assign LED = SW;
always @ (posedge Clk_1K) begin
    case(SSEG_AN)
        8'b11111011 : SSEG_AN = 8'b11110111;
        8'b11110111 : SSEG_AN = 8'b10111111;
        8'b10111111 : SSEG_AN = 8'b01111111;
        8'b01111111 : SSEG_AN = 8'b11111011;
        default : SSEG_AN = 8'b11111011;
    endcase
    if (SSEG_AN == 8'b10111111) begin
    case(SW[3:0])
	   4'b0000 : SSEG_CA = 8'b11000000;
	   4'b0001 : SSEG_CA = 8'b11111001;
	   4'b0010 : SSEG_CA = 8'b10100100;
	   4'b0011 : SSEG_CA = 8'b10110000;
	   4'b0100 : SSEG_CA = 8'b10011001;
	   4'b0101 : SSEG_CA = 8'b10010010;
	   4'b0110 : SSEG_CA = 8'b10000010;
	   4'b0111 : SSEG_CA = 8'b11111000;
	   4'b1000 : SSEG_CA = 8'b10000000;
	   4'b1001 : SSEG_CA = 8'b10011000;
	   4'b1010 : SSEG_CA = 8'b10001000;
	   4'b1011 : SSEG_CA = 8'b10000011;
	   4'b1100 : SSEG_CA = 8'b11000110;
	   4'b1101 : SSEG_CA = 8'b10100001;
	   4'b1110 : SSEG_CA = 8'b10000110;
	   4'b1111 : SSEG_CA = 8'b10001110;
	endcase
	end
	else if (SSEG_AN == 8'b01111111) begin
	case(SW[7:4])
       4'b0000 : SSEG_CA = 8'b11000000;
       4'b0001 : SSEG_CA = 8'b11111001;
       4'b0010 : SSEG_CA = 8'b10100100;
       4'b0011 : SSEG_CA = 8'b10110000;
       4'b0100 : SSEG_CA = 8'b10011001;
       4'b0101 : SSEG_CA = 8'b10010010;
       4'b0110 : SSEG_CA = 8'b10000010;
       4'b0111 : SSEG_CA = 8'b11111000;
       4'b1000 : SSEG_CA = 8'b10000000;
       4'b1001 : SSEG_CA = 8'b10011000;
       4'b1010 : SSEG_CA = 8'b10001000;
       4'b1011 : SSEG_CA = 8'b10000011;
       4'b1100 : SSEG_CA = 8'b11000110;
       4'b1101 : SSEG_CA = 8'b10100001;
       4'b1110 : SSEG_CA = 8'b10000110;
       4'b1111 : SSEG_CA = 8'b10001110;
    endcase
    end
    else if (SSEG_AN == 8'b11111011) begin
    case(~SW[3:0])
       4'b0000 : SSEG_CA = 8'b11000000;
       4'b0001 : SSEG_CA = 8'b11111001;
       4'b0010 : SSEG_CA = 8'b10100100;
       4'b0011 : SSEG_CA = 8'b10110000;
       4'b0100 : SSEG_CA = 8'b10011001;
       4'b0101 : SSEG_CA = 8'b10010010;
       4'b0110 : SSEG_CA = 8'b10000010;
       4'b0111 : SSEG_CA = 8'b11111000;
       4'b1000 : SSEG_CA = 8'b10000000;
       4'b1001 : SSEG_CA = 8'b10011000;
       4'b1010 : SSEG_CA = 8'b10001000;
       4'b1011 : SSEG_CA = 8'b10000011;
       4'b1100 : SSEG_CA = 8'b11000110;
       4'b1101 : SSEG_CA = 8'b10100001;
       4'b1110 : SSEG_CA = 8'b10000110;
       4'b1111 : SSEG_CA = 8'b10001110;
    endcase
    end
    else if (SSEG_AN == 8'b11110111) begin
    case(~SW[7:4])
       4'b0000 : SSEG_CA = 8'b11000000;
       4'b0001 : SSEG_CA = 8'b11111001;
       4'b0010 : SSEG_CA = 8'b10100100;
       4'b0011 : SSEG_CA = 8'b10110000;
       4'b0100 : SSEG_CA = 8'b10011001;
       4'b0101 : SSEG_CA = 8'b10010010;
       4'b0110 : SSEG_CA = 8'b10000010;
       4'b0111 : SSEG_CA = 8'b11111000;
       4'b1000 : SSEG_CA = 8'b10000000;
       4'b1001 : SSEG_CA = 8'b10011000;
       4'b1010 : SSEG_CA = 8'b10001000;
       4'b1011 : SSEG_CA = 8'b10000011;
       4'b1100 : SSEG_CA = 8'b11000110;
       4'b1101 : SSEG_CA = 8'b10100001;
       4'b1110 : SSEG_CA = 8'b10000110;
       4'b1111 : SSEG_CA = 8'b10001110;
    endcase
    end
end
endmodule
==> out/results.ini <==
[run_status]
status=finished clean

[sta]
fmax_ghz=0.3074
min_period_ns=3.253
setup_viol=0
max_slew_margin_pct=52.77
untimed_endpoints=22
maxSlewViolCount=0
hold_viol=0
final.setup.tns_ns=0
finClkSkew_ns=0.003266
rsz0062_at_grt=false
unclocked_pins=11
timing.final.crit_share_pct=72.29
worst_pin_slew_ns=0.7042

[grt]
grt-ovfl-total=0
grt_first_pass_wirelength_um=7383
grt_max_degree=28
first_global_vias=1704
grt_antenna_before_repair=0
globalRouteTotalUtil_pct=14.43

[setup_path]
cp_num_buf_inv=2
worstSetupStartpointType=input port
crit_chain=clkdlybuf4s50_1 > clkdlybuf4s50_1
endpoint_kind=output port
worstPathRequired_ns=3.60
crit_family=buffers and inverters
cpMaxStageDelayCell=clkdlybuf4s50_1
cpPeakStageDelay_ns=0.88
critPathMostFrequentCell=clkdlybuf4s50_1
cp.arrival_ns=2.35
worstSetupPathType=input port to output port
crit_path_max_fanout=22

[detailed_routing]
routedWlPerCell_um=11.35
dr.pass1.iters=4
initialDrtViolationCount=111
vias=1993
drtAntennaViolNets=0
routed_via_density=4.885
wl_um=4632
drc_errors=0
diodes=0

[pwr]
p_leak_nw=1.147
power.total_uw=706.8
p_per_area_nw_per_um2=237.4
ir_drop_v=0.0002548

[place]
place_inst=400
portBuffers=27
dp_hpwl_um=3426
place.gp.congestion=0.8527

[yosys]
synthTopCellsByArea=dfxtp_1, edfxtp_1, ha_1, buf_4, nor2_1
yosysUniqueCellTypes=41
yosys_area_um2=2590
top_area_cell=dfxtp_1
yosysWarnings=1
edf_count=8
ys.flop_type=dfxtp_1
top_area_share_pct=27.83
synth.top_cells.by_count=dfxtp_1, nor2_1, buf_4
yosys.cell_count.top_type=dfxtp_1
ys_cells=304
synthesis.area_um2=2590
ys_async_sr_fraction_pct=0
yosys.stat.seqShare_pct=37.10
synth_flops=44
syn_area_per_cell_um2=8.520
synthCells=304

[clock_tree]
path_clk_slew_ns=0.07
cts_tree=done
cts.root.buffer_cell=clkbuf_8
cts_max_path_buffers=2
postCtsSetupRepairBufs=0
cts-resized-gates=0
cts-buffers-inserted=5
clk_latency_ns=0.28
hold_buffers=0
cts_htree_levels=2

[job]
maxCapViolCount=0
tool_warnings=38

[die]
rows=28
core-area_um2=6096
io_pins=49
fp_util_pct=42.49
die_y_um=82.47
die_w_um=82.47
chip_area_um2=6800

[cells_and_area]
drive_above_1_share_pct=3.604
finalNonFillerCells=408
syn_to_final_growth_pct=14.98

[min_path]
hp-class=register to register

## layout by cell type, fill, tap and decap left out, types with 4 or more instances in the layout
master,netlist,final
a211oi_1,8,8
a21oi_1,18,18
a31oi_1,6,6
clkbuf_8,0,5
clkdlybuf4s50_1,0,27
conb_1,2,27
dfxtp_1,36,36
edfxtp_1,8,8
ha_1,16,16
inv_1,14,14
mux2i_1,5,5
nand2_1,20,20
nand2b_1,8,8
nand3_1,6,6
nor2_1,32,32
nor2b_1,9,9
nor3_1,8,8
nor4_1,5,5
o211ai_1,4,4
o21ai_0,15,15
xnor2_1,8,8
xor2_1,9,9
## kinds of logic (layout without fill, tap and decap cells)
kind of cell	count (synthesis)	after routing	synth area share, %
and+or+nand+nor	104	104	19.86
DFF	44	44	37.10
buffers and inverters	48	52	10.72
muxes	5	5	1.932
AOI/OAI and AO/OA	68	68	16.62
adders and majority gates	16	16	7.729
xor gates and xnor gates	17	17	5.749
other	2	27	0.2900
## registers in the layout, summed over array words and instances (netlist names)
| register | cells |
|---|---|
| SSEG_CA | 7 |
| Clk_1K | 1 |
| counter_out | 32 |
| SSEG_AN | 4 |
## final cells by class
| cell class | count | area [µm²] |
|---|---|---|
| timing repair buffer | 30 | 292.8 |
| clock buffer | 6 | 93.84 |
| sequential | 44 | 960.9 |
| fill | 584 | 3118 |
| inverter | 14 | 52.55 |
| clock inverter | 2 | 38.79 |
| multi-input combinational | 237 | 1445 |
| tap | 75 | 93.84 |
## power by group
group / switching (mW) / total, mW / internal [mW]
Combinational: 0.0505 / 0.0935 / 0.0430
Sequential: 0.00184 / 0.305 / 0.303
Clock: 0.108 / 0.308 / 0.200
## layer usage
layer / global-route usage [%] / up-vias / wire, µm
met5: 0 / - / 0
met4: 2.281 / 0 / 44
met3: 2.007 / 6 / 167
met2: 24.71 / 37 / 2215
met1: 20.11 / 884 / 2204
li1: - / 1066 / -
## per-stage QoR
stage	area, µm²	hold slack, ns	setup slack, ns	util (%)
after global placement	2845	0.4436	1.252	46.67
after global routing	2978	0.5085	1.118	48.85
after detailed placement	2845	0.4566	1.263	46.67
final	2978	0.4640	1.247	48.85
after floorplan	2684	0.4299	2.602	-
after CTS	2978	0.4720	1.260	48.85
## path summary, 6_finish.rpt
path,start,to,slack (ns),depth (start not counted)
hold reg to reg,counter_out[0]$_SDFF_PN0_,counter_out[0]$_SDFF_PN0_,0.46,1
setup / recovery,SW[6],LED[6],1.25,2
hold / removal,counter_out[0]$_SDFF_PN0_,counter_out[0]$_SDFF_PN0_,0.46,1
setup reg to reg,counter_out[6]$_SDFF_PN0_,Clk_1K$_DFFE_PN_,2.49,4
Power and IR drop assume default switching activity.
