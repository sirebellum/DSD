===== flow/config.mk =====
export PLATFORM = sky130hd
export DESIGN_NAME = top
export DESIGN_NICKNAME = top
export VERILOG_FILES = /design/flow/design.v
export SDC_FILE = /design/flow/constraint.sdc
export NUM_CORES = 4
export LEC_CHECK = 1
export CORE_UTILIZATION = 50

===== flow/constraint.sdc =====
current_design top

set clk_period 3.8
set clk_io_pct 0.2

create_clock -name clk0 -period $clk_period [get_ports {CLK}]

set non_clock_inputs [all_inputs -no_clocks]
set_input_delay [expr $clk_period * $clk_io_pct] -clock clk0 $non_clock_inputs
set_output_delay [expr $clk_period * $clk_io_pct] -clock clk0 [all_outputs]

===== flow/design.v =====
module Display_7seg(
    input [7:0] digit1,  
	input [7:0] digit2, 
	input [7:0] digit3,
	input [7:0] digit4,
	input [7:0] digit5,
	input [7:0] digit6,
	input [7:0] digit7,
	input [7:0] digit8,  
    input clock,
    output reg [7:0] cathode,
    output reg [7:0] annode);
    always @ (posedge clock) begin
		case(annode)  
			8'b01111111 : annode = 8'b10111111;
			8'b10111111 : annode = 8'b11011111;
			8'b11011111 : annode = 8'b11101111;
			8'b11101111 : annode = 8'b11110111;
			8'b11110111 : annode = 8'b11111011;
			8'b11111011 : annode = 8'b11111101;
			8'b11111101 : annode = 8'b11111110;
			8'b11111110 : annode = 8'b01111111;
			default : annode = 8'b01111111;
		endcase
		if (annode == 8'b01111111)
			cathode = digit1;
		if (annode == 8'b10111111)
			cathode = digit2;
		if (annode == 8'b11011111)
			cathode = digit3;
		if (annode == 8'b11101111)
			cathode = digit4;
		if (annode == 8'b11110111)
			cathode = digit5;
		if (annode == 8'b11111011)
			cathode = digit6;
		if (annode == 8'b11111101)
			cathode = digit7;
		if (annode == 8'b11111110)
			cathode = digit8;
	end
endmodule  
module Clock_1k(
    input clock,
    output reg CLK_1k);
        reg [31:0] counter_out, k_count;
        initial begin
                counter_out<= 32'h00000000;
                k_count<= 32'h00000000;
        end
        always @(posedge clock) begin
                counter_out<=    counter_out + 32'h00000001;
                if(counter_out > 32'h000186A0)
                begin
                        counter_out<= 32'h00000000;
                        CLK_1k <= !CLK_1k;
                        end
                end
endmodule  
module Clock_Slow(
	input CLK_1k,
	output reg CLK_Slow);
reg [31:0] counter_out, k_count;
initial begin
	counter_out<= 32'h00000000;
	k_count<= 32'h00000000;
	CLK_Slow <=0;
end
always @(posedge CLK_1k) begin
	k_count = k_count + 32'h00000001;
	if( k_count > 32'h000000E8) begin
		k_count <= 32'h00000000;
		CLK_Slow <= ! CLK_Slow;
	end
end
endmodule  
`timescale 1ns / 1ps
module top(
    input CLK,
    input PBC,
    output [7:0]SSEG_AN,
    output [7:0]SSEG_CA
    );
    reg [7:0] digit1, digit2, digit3, digit4, digit5, digit6, digit7, digit8;
    wire CLK_1k, CLK_Slow;
    reg [3:0] state;
    Clock_1k k_clock(CLK, CLK_1k);
    Clock_Slow slow_clock(CLK_1k, CLK_Slow);
    Display_7seg display(digit1, digit2, digit3, digit4, digit5, digit6, digit7, digit8, CLK_1k, SSEG_CA, SSEG_AN);
    always @ (posedge CLK_Slow) begin
        if (PBC || state) begin
            case (state)
                4'b0000 : state = 4'b0001;
                4'b0001 : state = 4'b0010;
                4'b0010 : state = 4'b0011;
                4'b0011 : state = 4'b0100;
                4'b0100 : state = 4'b0101;
                4'b0101 : state = 4'b0110;
                4'b0110 : state = 4'b0111;
                4'b0111 : state = 4'b1000;
                4'b1000 : state = 4'b0000;
                default:  state = 4'b0000;
            endcase
        end
        case (state)
            4'b0000 : begin
                digit1 = 8'b11111111;
                digit2 = 8'b11111111;
                digit3 = 8'b11111111;
                digit4 = 8'b11111111;
                digit5 = 8'b11111111;
                digit6 = 8'b11111111;
                digit7 = 8'b11111111;
                digit8 = 8'b11111111;
            end
            4'b0001 : begin
                digit1 = 8'b10011000;
                digit2 = 8'b11111111;
                digit3 = 8'b11111111;
                digit4 = 8'b11111111;
                digit5 = 8'b11111111;
                digit6 = 8'b11111111;
                digit7 = 8'b11111111;
                digit8 = 8'b11111111;
            end
            4'b0010 : begin
                digit1 = 8'b10011001;
                digit2 = 8'b10011000;
                digit3 = 8'b11111111;
                digit4 = 8'b11111111;
                digit5 = 8'b11111111;
                digit6 = 8'b11111111;
                digit7 = 8'b11111111;
                digit8 = 8'b11111111;
            end
            4'b0011 : begin
                digit1 = 8'b11000000;
                digit2 = 8'b10011001;
                digit3 = 8'b10011000;
                digit4 = 8'b11111111;
                digit5 = 8'b11111111;
                digit6 = 8'b11111111;
                digit7 = 8'b11111111;
                digit8 = 8'b11111111;
            end
            4'b0100 : begin
                digit1 = 8'b11000110;
                digit2 = 8'b11000000;
                digit3 = 8'b10011001;
                digit4 = 8'b10011000;
                digit5 = 8'b11111111;
                digit6 = 8'b11111111;
                digit7 = 8'b11111111;
                digit8 = 8'b11111111;
            end
            4'b0101 : begin
                digit1 = 8'b10011000;
                digit2 = 8'b11000110;
                digit3 = 8'b11000000;
                digit4 = 8'b10011001;
                digit5 = 8'b10011000;
                digit6 = 8'b11111111;
                digit7 = 8'b11111111;
                digit8 = 8'b11111111;
            end
            4'b0110 : begin
                digit1 = 8'b10000110;
                digit2 = 8'b10011000;
                digit3 = 8'b11000110;
                digit4 = 8'b11000000;
                digit5 = 8'b10011001;
                digit6 = 8'b10011000;
                digit7 = 8'b11111111;
                digit8 = 8'b11111111;
            end
            4'b0111 : begin
                digit1 = 8'b11111111;
                digit2 = 8'b10000110;
                digit3 = 8'b10011000;
                digit4 = 8'b11000110;
                digit5 = 8'b11000000;
                digit6 = 8'b10011001;
                digit7 = 8'b10011000;
                digit8 = 8'b11111111;
            end
            4'b1000 : begin
                digit1 = 8'b11111111;
                digit2 = 8'b11111111;
                digit3 = 8'b10000110;
                digit4 = 8'b10011000;
                digit5 = 8'b11000110;
                digit6 = 8'b11000000;
                digit7 = 8'b10011001;
                digit8 = 8'b10011000;
            end
            default : begin
                digit1 = 8'b11111111;
                digit2 = 8'b11111111;
                digit3 = 8'b11111111;
                digit4 = 8'b11111111;
                digit5 = 8'b11111111;
                digit6 = 8'b11111111;
                digit7 = 8'b11111111;
                digit8 = 8'b11111111;
            end
        endcase
    end
endmodule

===== flow/run.sh =====
#!/bin/bash
# OpenROAD 26Q1-2900-gdf79404cd8, Yosys 0.63+post, stock flow scripts
make -C /OpenROAD-flow-scripts/flow DESIGN_CONFIG=/design/flow/config.mk WORK_HOME=/design/flow/orfs finish

==> summary.txt <==
run metrics: worst reg2reg path endpoint=k_clock.CLK_1k, sequential element share of the synthesized area=0.519, worst hold-check path type=reg2reg, Power Total=0.693 mW, global router's overall resource usage=0.183, Worst Hold Path Cells=1, global-route wire length before repair=14,200 µm, period utilization=0.533, most frequently placed logic cell in the final layout=sky130_fd_sc_hd__dfxtp_1, share of total power in combinational logic=0.014, die width=98.0 µm, endpoint required time on the critical path=3840 ps, Synthesis Warnings=4, Reg2Reg Launch Point=k_clock.counter_out[29], H-tree depth=2, Via Count=3,342, number of unconstrained endpoints=75, Most used DFF post-synth=sky130_fd_sc_hd__dfxtp_1, relative contribution of sequential cells to total power=0.521, Synth-to-Final Area Change=11.3%, chip footprint=9610 µm², count of endpoints failing hold in the final timing report=0, most common logic cells in the final layout=sky130_fd_sc_hd__dfxtp_1, sky130_fd_sc_hd__nand2_1, sky130_fd_sc_hd__conb_1, number of standard cells in the final layout excluding fillers=639, minimum setup slack among reg-to-reg paths=1770 ps, max cap viols=0, clock skew after layout=1.22 ps, average size of a mapped cell=9.69 µm², total clock buffers created by CTS=5, share of flip-flops with an asynchronous set or reset=0, clock tree from TritonCTS=done, switching part of the total=0.195, Worst VDD drop=396 µV, maximum number of pins on one net before global-route repair=47, setup TNS after final layout=0 ps, number of I/O port buffers=16, reported leakage power=1.90 nW, Worst Slack Setup Final=1770 ps, yosys stat chip area=4610 µm², height of the chip=98.0 µm, worst slew margin relative to its limit=0.367, Antenna Diode Count=0, cells resized by post-CTS repair=0, run status=finished clean, Synthesized registers=116, number of rows created at floorplan=34, layout cells sized above 1=0.0584, hold endpoint=k_clock.counter_out[0], placed insts=631, CP arrival=2070 ps, post-synthesis cell count=476, crit path cell chain=nor4_1, nand4_1, or2_2, power density over cell area=135 nW/µm², upper clock frequency limit=494 MHz, cell area after synthesis=4610 µm², internal power=0.558 mW, clk latency late pin=280 ps, Final Max Tran Viols=0, minimum clock period=2030 ps, placeable core area=8810 µm², global placer's final weighted congestion=0.849, half-perimeter wire length of the detailed placement result=5980 µm, worst setup slack before clock tree synthesis=1750 ps, Max clock buf depth=2, Critical Path Start Type=flip-flop, Clock power frac=0.465, post-route antenna net violation count=0, DRC violation count after routing=0, Worst Max-Slew Pin Slew=943 ps, routed vias/inst=5.23, count of cells along the worst register-to-register path=3, WS Path Type=reg2reg, I/O pins=18, Slowest Stage Delay on Critical Path=640 ps, maximum fanout encountered on the critical timing path=18, final setup violating endpoints=0, total net switching power=0.135 mW, # Cells Yosys=476, Final Routed Wirelength=8040 µm, worst hold-check slack=518 ps, register pins left without a clock=83, Setup crit end kind=flip-flop, Worst-path clk slew=70 ps, cell with the largest stage delay on the worst path=sky130_fd_sc_hd__nand4_1, initial antenna violation count=0, router iterations before antenna repair=16, Clock Root Buffer=sky130_fd_sc_hd__clkbuf_8, unrepaired setup endpoints after global routing=no, core utilization before placement=0.524, Setup crit start=k_clock.counter_out[29], hold path startpoint=k_clock.counter_out[0], stage-log warning count=31, number of post-CTS setup repair buffers=0, count of library flops with an enable pin=7, CTS Hold Buffers Added=0, number of global-route vias before repair=3,123, Routed wire per std cell=12.6 µm, overflow left after global routing=0, DR iter-0 viols=129, number of unique standard cell types used by synthesis=64
==> cell usage after synthesis, drive strengths merged, types with 11 or more instances <==
library cell | number | area, µm²
nor2 | 26 | 97.6
inv | 22 | 82.6
nand3 | 22 | 128
nor4 | 20 | 138
buf | 11 | 70.1
nor3 | 30 | 150
nand4 | 15 | 124
xor2 | 11 | 96.3
xnor2 | 12 | 105
a21oi | 13 | 65.1
nand2 | 51 | 191
dfxtp | 109 | 2180
==> routing by layer <==
layer  global-route usage  wire length (µm)  up-vias
li1                     -                 -     1784
met1                0.325              4440     1499
met2                0.273              3340       53
met3               0.0124               215        6
met4               0.0152                46        0
met5                    0                 0        -
==> final cells by class <==
cell class / instances / area, µm²
Tap cell: 108 / 135
Clock buffer: 5 / 68.8
Clock inverter: 3 / 45.0
Multi-Input combinational cell: 363 / 2200
Inverter: 22 / 82.6
Sequential cell: 116 / 2390
Fill cell: 786 / 3670
Timing Repair Buffer: 22 / 205
==> kinds of logic (layout without fill, tap and decap cells) <==
kind of cell | Yosys count | count (layout) | synth area share
AND-OR/OR-AND | 75 | 75 | 0.115
XOR/XNOR | 23 | 23 | 0.0437
adder cells (fa/ha/maj) | 8 | 8 | 0.0217
buffers and inverters | 40 | 52 | 0.0388
flip-flops | 116 | 116 | 0.519
multiplexers | 7 | 7 | 0.0155
other | 2 | 45 | 0.00163
AND/OR/NAND/NOR | 205 | 205 | 0.245
==> critical path, delay by kind of cell (launching register included) <==
family,cells,cell delay [ps]
DFF,1,300
and+or+nand+nor,3,1490
==> stage by stage <==
step | util | area [µm²]
2_1_floorplan | - | 4770
3_3_place_gp | 0.570 | 5020
3_5_place_dp | 0.570 | 5020
4_1_cts | 0.583 | 5130
5_1_grt | 0.583 | 5130
6_report | 0.583 | 5130
==> flip-flops by register name, indices dropped and copies added (netlist names), 5 cells and up, named ones only <==
register	flops
digit3	5
digit2	5
display.cathode	5
display.annode	8
digit1	5
slow_clock.k_count	32
k_clock.counter_out	32
==> worst max-delay path by stage <==
stage | end | depth (start not counted) | slack, ps
CTS | k_clock.CLK_1k | 3 | 1760
global route | k_clock.CLK_1k | 3 | 1610
finish | k_clock.CLK_1k | 3 | 1770
==> power groups by stage <==
stage	Sequential [mW]	Clock [mW]	Combinational [mW]
4_1_cts	0.361	0.331	0.0101
5_1_grt	0.362	0.344	0.0132
6_report	0.361	0.322	0.00973
Power and IR drop assume default switching activity.
